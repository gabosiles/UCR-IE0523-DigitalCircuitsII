==> design/flow/design.v <==
module sincronizador (
	input clock,
	input reset,
	input [9:0] rx_code_group,
	output reg [9:0] SUDI,
	output reg code_sync_status,
	output reg rx_even
);
parameter LOSS_OF_SYNC = 9'b0_0000_0001;  
parameter COMMA_DETECT_1 = 9'b0_0000_0010;  
parameter ACQUIRE_SYNC_1 = 9'b0_0000_0100;  
parameter COMMA_DETECT_2 = 9'b0_0000_1000;  
parameter ACQUIRE_SYNC_2 = 9'b0_0001_0000;  
parameter COMMA_DETECT_3 = 9'b0_0010_0000;  
parameter SYNC_ACQUIRED_1 = 9'b0_0100_0000;  
parameter SYNC_ACQUIRED_2 = 9'b0_1000_0000;  
parameter SYNC_ACQUIRED_2A = 9'b1_0000_0000;  
reg [8:0] current_state, next_state;
reg [1:0] good_cgs, next_good_cgs;
reg next_rx_even; 
always @(posedge clock) begin
	if (!reset) begin
		current_state <= LOSS_OF_SYNC;
		code_sync_status <= 0;
		good_cgs <= 0;
		rx_even <= 0;
	end
	else begin
		SUDI <= rx_code_group;
		current_state <= next_state;
		rx_even <= next_rx_even;
		good_cgs <= next_good_cgs;
	end
end
always @(*) begin
next_state = current_state;
next_rx_even = !rx_even;
next_good_cgs = good_cgs;
case(current_state)
LOSS_OF_SYNC: begin
code_sync_status = 0;
if (( 
	(rx_code_group == 10'b001111_1010) || (rx_code_group == 10'b110000_0101) 
    )) begin
	next_state = COMMA_DETECT_1;
	next_rx_even = 1;
end
else begin
	next_state = LOSS_OF_SYNC;
end
end
COMMA_DETECT_1: begin
if (( 
	(rx_code_group == 10'b101001_0110) || (rx_code_group == 10'b101001_0110) || 
	(rx_code_group == 10'b011011_0101) || (rx_code_group == 10'b100100_0101) || 
	(rx_code_group == 10'b100111_0100) || (rx_code_group == 10'b011000_1011) || 
	(rx_code_group == 10'b011011_0100) || (rx_code_group == 10'b100100_1011) || 
	(rx_code_group == 10'b100111_1001) || (rx_code_group == 10'b011000_1001) || 
	(rx_code_group == 10'b011011_1001) || (rx_code_group == 10'b100100_1001) || 
	(rx_code_group == 10'b100111_0101) || (rx_code_group == 10'b011000_0101) || 
	(rx_code_group == 10'b100111_0011) || (rx_code_group == 10'b011000_1100) || 
    (rx_code_group == 10'b011011_0011) || (rx_code_group == 10'b100100_1100) || 
	(rx_code_group == 10'b100111_0010) || (rx_code_group == 10'b011000_1101) 
    )) begin
	next_state = ACQUIRE_SYNC_1;
end else begin
	next_state = LOSS_OF_SYNC;
end
end
ACQUIRE_SYNC_1: begin
if ((!rx_even) && (( 
	(rx_code_group == 10'b001111_1010) || (rx_code_group == 10'b110000_0101) 
    ))) begin
	next_state = COMMA_DETECT_2;
	next_rx_even = 1;
end else if ((!( 
	(rx_code_group == 10'b001111_1010) || (rx_code_group == 10'b110000_0101) 
    )) && (( 
    (( 
	(rx_code_group == 10'b001111_0100) || (rx_code_group == 10'b110000_1011) || 
	(rx_code_group == 10'b001111_1001) || (rx_code_group == 10'b110000_0110) || 
	(rx_code_group == 10'b001111_0101) || (rx_code_group == 10'b110000_1010) || 
	(rx_code_group == 10'b001111_0011) || (rx_code_group == 10'b110000_1100) || 
	(rx_code_group == 10'b001111_0010) || (rx_code_group == 10'b110000_1101) || 
	(rx_code_group == 10'b001111_1010) || (rx_code_group == 10'b110000_0101) || 
	(rx_code_group == 10'b001111_0110) || (rx_code_group == 10'b110000_1001) || 
	(rx_code_group == 10'b001111_1000) || (rx_code_group == 10'b110000_0111) || 
	(rx_code_group == 10'b111010_1000) || (rx_code_group == 10'b000101_0111) || 
	(rx_code_group == 10'b110110_1000) || (rx_code_group == 10'b001001_0111) || 
    (rx_code_group == 10'b101110_1000) || (rx_code_group == 10'b010001_0111) || 
	(rx_code_group == 10'b011110_1000) || (rx_code_group == 10'b100001_0111) 
    )) || (( 
	(rx_code_group == 10'b101001_0110) || (rx_code_group == 10'b101001_0110) || 
	(rx_code_group == 10'b011011_0101) || (rx_code_group == 10'b100100_0101) || 
	(rx_code_group == 10'b100111_0100) || (rx_code_group == 10'b011000_1011) || 
	(rx_code_group == 10'b011011_0100) || (rx_code_group == 10'b100100_1011) || 
	(rx_code_group == 10'b100111_1001) || (rx_code_group == 10'b011000_1001) || 
	(rx_code_group == 10'b011011_1001) || (rx_code_group == 10'b100100_1001) || 
	(rx_code_group == 10'b100111_0101) || (rx_code_group == 10'b011000_0101) || 
	(rx_code_group == 10'b100111_0011) || (rx_code_group == 10'b011000_1100) || 
    (rx_code_group == 10'b011011_0011) || (rx_code_group == 10'b100100_1100) || 
	(rx_code_group == 10'b100111_0010) || (rx_code_group == 10'b011000_1101) 
    )) 
    ))) begin
	next_state = ACQUIRE_SYNC_1;
end else if (((!( 
    (( 
	(rx_code_group == 10'b001111_0100) || (rx_code_group == 10'b110000_1011) || 
	(rx_code_group == 10'b001111_1001) || (rx_code_group == 10'b110000_0110) || 
	(rx_code_group == 10'b001111_0101) || (rx_code_group == 10'b110000_1010) || 
	(rx_code_group == 10'b001111_0011) || (rx_code_group == 10'b110000_1100) || 
	(rx_code_group == 10'b001111_0010) || (rx_code_group == 10'b110000_1101) || 
	(rx_code_group == 10'b001111_1010) || (rx_code_group == 10'b110000_0101) || 
	(rx_code_group == 10'b001111_0110) || (rx_code_group == 10'b110000_1001) || 
	(rx_code_group == 10'b001111_1000) || (rx_code_group == 10'b110000_0111) || 
	(rx_code_group == 10'b111010_1000) || (rx_code_group == 10'b000101_0111) || 
	(rx_code_group == 10'b110110_1000) || (rx_code_group == 10'b001001_0111) || 
    (rx_code_group == 10'b101110_1000) || (rx_code_group == 10'b010001_0111) || 
	(rx_code_group == 10'b011110_1000) || (rx_code_group == 10'b100001_0111) 
    )) || (( 
	(rx_code_group == 10'b101001_0110) || (rx_code_group == 10'b101001_0110) || 
	(rx_code_group == 10'b011011_0101) || (rx_code_group == 10'b100100_0101) || 
	(rx_code_group == 10'b100111_0100) || (rx_code_group == 10'b011000_1011) || 
	(rx_code_group == 10'b011011_0100) || (rx_code_group == 10'b100100_1011) || 
	(rx_code_group == 10'b100111_1001) || (rx_code_group == 10'b011000_1001) || 
	(rx_code_group == 10'b011011_1001) || (rx_code_group == 10'b100100_1001) || 
	(rx_code_group == 10'b100111_0101) || (rx_code_group == 10'b011000_0101) || 
	(rx_code_group == 10'b100111_0011) || (rx_code_group == 10'b011000_1100) || 
    (rx_code_group == 10'b011011_0011) || (rx_code_group == 10'b100100_1100) || 
	(rx_code_group == 10'b100111_0010) || (rx_code_group == 10'b011000_1101) 
    )) 
    )) || (( 
	(rx_code_group == 10'b001111_1010) || (rx_code_group == 10'b110000_0101) 
    ) && rx_even))) begin
	next_state = LOSS_OF_SYNC;
end
end
COMMA_DETECT_2: begin
if (( 
	(rx_code_group == 10'b101001_0110) || (rx_code_group == 10'b101001_0110) || 
	(rx_code_group == 10'b011011_0101) || (rx_code_group == 10'b100100_0101) || 
	(rx_code_group == 10'b100111_0100) || (rx_code_group == 10'b011000_1011) || 
	(rx_code_group == 10'b011011_0100) || (rx_code_group == 10'b100100_1011) || 
	(rx_code_group == 10'b100111_1001) || (rx_code_group == 10'b011000_1001) || 
	(rx_code_group == 10'b011011_1001) || (rx_code_group == 10'b100100_1001) || 
	(rx_code_group == 10'b100111_0101) || (rx_code_group == 10'b011000_0101) || 
	(rx_code_group == 10'b100111_0011) || (rx_code_group == 10'b011000_1100) || 
    (rx_code_group == 10'b011011_0011) || (rx_code_group == 10'b100100_1100) || 
	(rx_code_group == 10'b100111_0010) || (rx_code_group == 10'b011000_1101) 
    )) begin
	next_state = ACQUIRE_SYNC_2;
end else begin
	next_state = LOSS_OF_SYNC;
end
end
ACQUIRE_SYNC_2: begin
if (!(rx_even) && (( 
	(rx_code_group == 10'b001111_1010) || (rx_code_group == 10'b110000_0101) 
    ))) begin
	next_state = COMMA_DETECT_3;
	next_rx_even = 1;
end else if (!(( 
	(rx_code_group == 10'b001111_1010) || (rx_code_group == 10'b110000_0101) 
    ) && (( 
    (( 
	(rx_code_group == 10'b001111_0100) || (rx_code_group == 10'b110000_1011) || 
	(rx_code_group == 10'b001111_1001) || (rx_code_group == 10'b110000_0110) || 
	(rx_code_group == 10'b001111_0101) || (rx_code_group == 10'b110000_1010) || 
	(rx_code_group == 10'b001111_0011) || (rx_code_group == 10'b110000_1100) || 
	(rx_code_group == 10'b001111_0010) || (rx_code_group == 10'b110000_1101) || 
	(rx_code_group == 10'b001111_1010) || (rx_code_group == 10'b110000_0101) || 
	(rx_code_group == 10'b001111_0110) || (rx_code_group == 10'b110000_1001) || 
	(rx_code_group == 10'b001111_1000) || (rx_code_group == 10'b110000_0111) || 
	(rx_code_group == 10'b111010_1000) || (rx_code_group == 10'b000101_0111) || 
	(rx_code_group == 10'b110110_1000) || (rx_code_group == 10'b001001_0111) || 
    (rx_code_group == 10'b101110_1000) || (rx_code_group == 10'b010001_0111) || 
	(rx_code_group == 10'b011110_1000) || (rx_code_group == 10'b100001_0111) 
    )) || (( 
	(rx_code_group == 10'b101001_0110) || (rx_code_group == 10'b101001_0110) || 
	(rx_code_group == 10'b011011_0101) || (rx_code_group == 10'b100100_0101) || 
	(rx_code_group == 10'b100111_0100) || (rx_code_group == 10'b011000_1011) || 
	(rx_code_group == 10'b011011_0100) || (rx_code_group == 10'b100100_1011) || 
	(rx_code_group == 10'b100111_1001) || (rx_code_group == 10'b011000_1001) || 
	(rx_code_group == 10'b011011_1001) || (rx_code_group == 10'b100100_1001) || 
	(rx_code_group == 10'b100111_0101) || (rx_code_group == 10'b011000_0101) || 
	(rx_code_group == 10'b100111_0011) || (rx_code_group == 10'b011000_1100) || 
    (rx_code_group == 10'b011011_0011) || (rx_code_group == 10'b100100_1100) || 
	(rx_code_group == 10'b100111_0010) || (rx_code_group == 10'b011000_1101) 
    )) 
    )))) begin
	next_state = ACQUIRE_SYNC_2;
end else if (((!( 
    (( 
	(rx_code_group == 10'b001111_0100) || (rx_code_group == 10'b110000_1011) || 
	(rx_code_group == 10'b001111_1001) || (rx_code_group == 10'b110000_0110) || 
	(rx_code_group == 10'b001111_0101) || (rx_code_group == 10'b110000_1010) || 
	(rx_code_group == 10'b001111_0011) || (rx_code_group == 10'b110000_1100) || 
	(rx_code_group == 10'b001111_0010) || (rx_code_group == 10'b110000_1101) || 
	(rx_code_group == 10'b001111_1010) || (rx_code_group == 10'b110000_0101) || 
	(rx_code_group == 10'b001111_0110) || (rx_code_group == 10'b110000_1001) || 
	(rx_code_group == 10'b001111_1000) || (rx_code_group == 10'b110000_0111) || 
	(rx_code_group == 10'b111010_1000) || (rx_code_group == 10'b000101_0111) || 
	(rx_code_group == 10'b110110_1000) || (rx_code_group == 10'b001001_0111) || 
    (rx_code_group == 10'b101110_1000) || (rx_code_group == 10'b010001_0111) || 
	(rx_code_group == 10'b011110_1000) || (rx_code_group == 10'b100001_0111) 
    )) || (( 
	(rx_code_group == 10'b101001_0110) || (rx_code_group == 10'b101001_0110) || 
	(rx_code_group == 10'b011011_0101) || (rx_code_group == 10'b100100_0101) || 
	(rx_code_group == 10'b100111_0100) || (rx_code_group == 10'b011000_1011) || 
	(rx_code_group == 10'b011011_0100) || (rx_code_group == 10'b100100_1011) || 
	(rx_code_group == 10'b100111_1001) || (rx_code_group == 10'b011000_1001) || 
	(rx_code_group == 10'b011011_1001) || (rx_code_group == 10'b100100_1001) || 
	(rx_code_group == 10'b100111_0101) || (rx_code_group == 10'b011000_0101) || 
	(rx_code_group == 10'b100111_0011) || (rx_code_group == 10'b011000_1100) || 
    (rx_code_group == 10'b011011_0011) || (rx_code_group == 10'b100100_1100) || 
	(rx_code_group == 10'b100111_0010) || (rx_code_group == 10'b011000_1101) 
    )) 
    )) || (( 
	(rx_code_group == 10'b001111_1010) || (rx_code_group == 10'b110000_0101) 
    ) && rx_even))) begin
	next_state = LOSS_OF_SYNC;
end
end
COMMA_DETECT_3: begin
if (( 
	(rx_code_group == 10'b101001_0110) || (rx_code_group == 10'b101001_0110) || 
	(rx_code_group == 10'b011011_0101) || (rx_code_group == 10'b100100_0101) || 
	(rx_code_group == 10'b100111_0100) || (rx_code_group == 10'b011000_1011) || 
	(rx_code_group == 10'b011011_0100) || (rx_code_group == 10'b100100_1011) || 
	(rx_code_group == 10'b100111_1001) || (rx_code_group == 10'b011000_1001) || 
	(rx_code_group == 10'b011011_1001) || (rx_code_group == 10'b100100_1001) || 
	(rx_code_group == 10'b100111_0101) || (rx_code_group == 10'b011000_0101) || 
	(rx_code_group == 10'b100111_0011) || (rx_code_group == 10'b011000_1100) || 
    (rx_code_group == 10'b011011_0011) || (rx_code_group == 10'b100100_1100) || 
	(rx_code_group == 10'b100111_0010) || (rx_code_group == 10'b011000_1101) 
    )) begin
	next_state = SYNC_ACQUIRED_1;
end else begin
	next_state = LOSS_OF_SYNC;
end
end
SYNC_ACQUIRED_1: begin  
code_sync_status = 1;
if ((!((!( 
    (( 
	(rx_code_group == 10'b001111_0100) || (rx_code_group == 10'b110000_1011) || 
	(rx_code_group == 10'b001111_1001) || (rx_code_group == 10'b110000_0110) || 
	(rx_code_group == 10'b001111_0101) || (rx_code_group == 10'b110000_1010) || 
	(rx_code_group == 10'b001111_0011) || (rx_code_group == 10'b110000_1100) || 
	(rx_code_group == 10'b001111_0010) || (rx_code_group == 10'b110000_1101) || 
	(rx_code_group == 10'b001111_1010) || (rx_code_group == 10'b110000_0101) || 
	(rx_code_group == 10'b001111_0110) || (rx_code_group == 10'b110000_1001) || 
	(rx_code_group == 10'b001111_1000) || (rx_code_group == 10'b110000_0111) || 
	(rx_code_group == 10'b111010_1000) || (rx_code_group == 10'b000101_0111) || 
	(rx_code_group == 10'b110110_1000) || (rx_code_group == 10'b001001_0111) || 
    (rx_code_group == 10'b101110_1000) || (rx_code_group == 10'b010001_0111) || 
	(rx_code_group == 10'b011110_1000) || (rx_code_group == 10'b100001_0111) 
    )) || (( 
	(rx_code_group == 10'b101001_0110) || (rx_code_group == 10'b101001_0110) || 
	(rx_code_group == 10'b011011_0101) || (rx_code_group == 10'b100100_0101) || 
	(rx_code_group == 10'b100111_0100) || (rx_code_group == 10'b011000_1011) || 
	(rx_code_group == 10'b011011_0100) || (rx_code_group == 10'b100100_1011) || 
	(rx_code_group == 10'b100111_1001) || (rx_code_group == 10'b011000_1001) || 
	(rx_code_group == 10'b011011_1001) || (rx_code_group == 10'b100100_1001) || 
	(rx_code_group == 10'b100111_0101) || (rx_code_group == 10'b011000_0101) || 
	(rx_code_group == 10'b100111_0011) || (rx_code_group == 10'b011000_1100) || 
    (rx_code_group == 10'b011011_0011) || (rx_code_group == 10'b100100_1100) || 
	(rx_code_group == 10'b100111_0010) || (rx_code_group == 10'b011000_1101) 
    )) 
    )) || (( 
	(rx_code_group == 10'b001111_1010) || (rx_code_group == 10'b110000_0101) 
    ) && rx_even)))) begin
	next_state = SYNC_ACQUIRED_1;
end else begin
	next_state = SYNC_ACQUIRED_2;
end
end
SYNC_ACQUIRED_2: begin  
good_cgs = 0;
if ((!((!( 
    (( 
	(rx_code_group == 10'b001111_0100) || (rx_code_group == 10'b110000_1011) || 
	(rx_code_group == 10'b001111_1001) || (rx_code_group == 10'b110000_0110) || 
	(rx_code_group == 10'b001111_0101) || (rx_code_group == 10'b110000_1010) || 
	(rx_code_group == 10'b001111_0011) || (rx_code_group == 10'b110000_1100) || 
	(rx_code_group == 10'b001111_0010) || (rx_code_group == 10'b110000_1101) || 
	(rx_code_group == 10'b001111_1010) || (rx_code_group == 10'b110000_0101) || 
	(rx_code_group == 10'b001111_0110) || (rx_code_group == 10'b110000_1001) || 
	(rx_code_group == 10'b001111_1000) || (rx_code_group == 10'b110000_0111) || 
	(rx_code_group == 10'b111010_1000) || (rx_code_group == 10'b000101_0111) || 
	(rx_code_group == 10'b110110_1000) || (rx_code_group == 10'b001001_0111) || 
    (rx_code_group == 10'b101110_1000) || (rx_code_group == 10'b010001_0111) || 
	(rx_code_group == 10'b011110_1000) || (rx_code_group == 10'b100001_0111) 
    )) || (( 
	(rx_code_group == 10'b101001_0110) || (rx_code_group == 10'b101001_0110) || 
	(rx_code_group == 10'b011011_0101) || (rx_code_group == 10'b100100_0101) || 
	(rx_code_group == 10'b100111_0100) || (rx_code_group == 10'b011000_1011) || 
	(rx_code_group == 10'b011011_0100) || (rx_code_group == 10'b100100_1011) || 
	(rx_code_group == 10'b100111_1001) || (rx_code_group == 10'b011000_1001) || 
	(rx_code_group == 10'b011011_1001) || (rx_code_group == 10'b100100_1001) || 
	(rx_code_group == 10'b100111_0101) || (rx_code_group == 10'b011000_0101) || 
	(rx_code_group == 10'b100111_0011) || (rx_code_group == 10'b011000_1100) || 
    (rx_code_group == 10'b011011_0011) || (rx_code_group == 10'b100100_1100) || 
	(rx_code_group == 10'b100111_0010) || (rx_code_group == 10'b011000_1101) 
    )) 
    )) || (( 
	(rx_code_group == 10'b001111_1010) || (rx_code_group == 10'b110000_0101) 
    ) && rx_even)))) begin
	next_state = SYNC_ACQUIRED_2A;
end else begin
	next_state = LOSS_OF_SYNC;
end
end
SYNC_ACQUIRED_2A: begin
if ((!((!( 
    (( 
	(rx_code_group == 10'b001111_0100) || (rx_code_group == 10'b110000_1011) || 
	(rx_code_group == 10'b001111_1001) || (rx_code_group == 10'b110000_0110) || 
	(rx_code_group == 10'b001111_0101) || (rx_code_group == 10'b110000_1010) || 
	(rx_code_group == 10'b001111_0011) || (rx_code_group == 10'b110000_1100) || 
	(rx_code_group == 10'b001111_0010) || (rx_code_group == 10'b110000_1101) || 
	(rx_code_group == 10'b001111_1010) || (rx_code_group == 10'b110000_0101) || 
	(rx_code_group == 10'b001111_0110) || (rx_code_group == 10'b110000_1001) || 
	(rx_code_group == 10'b001111_1000) || (rx_code_group == 10'b110000_0111) || 
	(rx_code_group == 10'b111010_1000) || (rx_code_group == 10'b000101_0111) || 
	(rx_code_group == 10'b110110_1000) || (rx_code_group == 10'b001001_0111) || 
    (rx_code_group == 10'b101110_1000) || (rx_code_group == 10'b010001_0111) || 
	(rx_code_group == 10'b011110_1000) || (rx_code_group == 10'b100001_0111) 
    )) || (( 
	(rx_code_group == 10'b101001_0110) || (rx_code_group == 10'b101001_0110) || 
	(rx_code_group == 10'b011011_0101) || (rx_code_group == 10'b100100_0101) || 
	(rx_code_group == 10'b100111_0100) || (rx_code_group == 10'b011000_1011) || 
	(rx_code_group == 10'b011011_0100) || (rx_code_group == 10'b100100_1011) || 
	(rx_code_group == 10'b100111_1001) || (rx_code_group == 10'b011000_1001) || 
	(rx_code_group == 10'b011011_1001) || (rx_code_group == 10'b100100_1001) || 
	(rx_code_group == 10'b100111_0101) || (rx_code_group == 10'b011000_0101) || 
	(rx_code_group == 10'b100111_0011) || (rx_code_group == 10'b011000_1100) || 
    (rx_code_group == 10'b011011_0011) || (rx_code_group == 10'b100100_1100) || 
	(rx_code_group == 10'b100111_0010) || (rx_code_group == 10'b011000_1101) 
    )) 
    )) || (( 
	(rx_code_group == 10'b001111_1010) || (rx_code_group == 10'b110000_0101) 
    ) && rx_even)))) begin
	if (good_cgs == 3) begin
		next_state = SYNC_ACQUIRED_1;
	end else begin
		next_state = SYNC_ACQUIRED_2A;
		next_good_cgs = good_cgs + 1;
	end
end else begin
	next_state = LOSS_OF_SYNC;
end
end
endcase
end 
endmodule
==> design/flow/run.sh <==
#!/bin/bash
# OpenROAD 26Q1-2900-gdf79404cd8, Yosys 0.63+post, stock flow scripts
make -C /OpenROAD-flow-scripts/flow DESIGN_CONFIG=/design/flow/config.mk WORK_HOME=/design/flow/orfs finish
==> design/flow/config.mk <==
export PLATFORM = sky130hd
export DESIGN_NAME = sincronizador
export DESIGN_NICKNAME = sincronizador
export VERILOG_FILES = /design/flow/design.v
export SDC_FILE = /design/flow/constraint.sdc
export NUM_CORES = 4
export LEC_CHECK = 1
export CORE_AREA = 10 10 98 98
export DIE_AREA = 0 0 108 108
==> design/flow/constraint.sdc <==
current_design sincronizador

set clk_period 3.0
set clk_io_pct 0.2

create_clock -name clk0 -period $clk_period [get_ports {clock}]

set non_clock_inputs [all_inputs -no_clocks]
set_input_delay [expr $clk_period * $clk_io_pct] -clock clk0 $non_clock_inputs
set_output_delay [expr $clk_period * $clk_io_pct] -clock clk0 [all_outputs]
==> results_slide.txt <==
Key Metrics from the Run

Status
  • Status: complete, no violations

Floorplan
  • Floorplan Utilization: 15.0%
  • Die X: ~110 um
  • Die height: 108 um
  • Core box area: 7650 sq um
  • Total die area: about 12000 sq um
  • I/O pin count: 24
  • Row count: 32

Logic synthesis
  • Post-synth EDFFs: 10
  • Unique cell types: between 40 and 50
  • Warnings from Yosys: 7
  • Chip Area, Yosys: 1150 sq um
  • Avg Cell Area, Syn: 10.4 sq um
  • Seq cells post-synth: 20
  • Seq share, synth: 43.6%
  • Post-synthesis cell count: between 100 and 150
  • Post-Syn Area: 1150 sq um
  • Async SR Flop Fraction: 0%
  • Yosys cell count: roughly 110
  • Most common reg cell: edfxtp_1

Route
  • Vias per inst: 4.03
  • Post-route ant nets: 0
  • Via count: 938
  • Initial drt markers: slightly below 50
  • Routed wire per std cell: 11.6 um
  • Final wirelength: 2.71 mm
  • DRC viols: 0
  • First drt pass iteration count: 4
  • Antenna cells: 0

STA
  • RSZ-0062 raised after global routing: no
  • Hold WS: approximately 0.48 ns
  • Fin crit share: 85.0%
  • Tmin final: around 2.5 ns
  • Slew Viols, Final: 0
  • Final tally of setup violations: 0
  • F_max: 0.392 GHz
  • Hold Vio Cnt, Final: 0
  • Setup TNS: 0 ns
  • Worst Skew: 0.00168 ns

Power
  • Switching power: 0.132 mW
  • Seq pwr share: 48.8%
  • Clk pwr share: 37.8%
  • Switching Share: 21.3%
  • Comb power frac: 13.4%
  • VDD IR max: 0.000146 V
  • Leak pwr: 0.527 nW
  • Pint: a little under 0.5 mW
  • Pwr Total: 0.622 mW
  • Power per cell area: 411 nW/um^2

Clocking
  • Post-CTS Setup Inserts: 0
  • Cts bufs inserted: 3
  • Insertion Delay late pin: 0.26 ns
  • Worst-path clk slew: roughly 0.08 ns
  • Clock buffer depth: 2
  • CTS Root Cell: clkbuf_8
  • Clk sinks: 20
  • Post-CTS sizing: 0
  • Hold_buf cts: 0
  • H-tree lvl count: 1
  • CTS tree: done

Global route
  • Initial antenna violation count: 0
  • Largest net degree at the start of global routing: 16
  • Met3 usage in global routing: 0.663%
  • Remaining Overflow, GRT: 0
  • Global routing usage on met2: 7.46%
  • Vias in the first global route: 859
  • First-pass GRT wire length: about 4.5 mm
  • M1 GR Usage: between 6 and 7%
  • GRT Max-Usage Layer: met2
  • Total GRT Usage: 4.56%

Layout
  • Fillers: 825
  • Final Util: 19.8%
  • Flop area: 500 sq um
  • Multi-input gate area: approximately 570 sq um
  • Final non-filler cell area: 1510 sq um
  • Area Growth Syn to Fin: 31.7%
  • Share of layout cells above drive strength 1: 13.7%

Place
  • Placement Cell Area: 1450 sq um
  • Hpwl dp: 2.08 mm
  • PortBufs: 22
  • Final Wtd Congestion: 0.807

Worst setup path
  • FF-to-FF Start: current_state[2]
  • CP Class: in -> reg
  • Crit. Startpoint: rx_code_group[2]
  • CP Capture Type: flip-flop
  • Critical Path Start Type: primary input
  • Worst r2r path cells: 4
  • Reg2Reg Setup Slack: around 1.7 ns
  • Worst Path Max Fanout: 15
  • Worst Path Arrival: 2.69 ns
  • CP Data Required Time: 3.14 ns

Job
  • Log Warnings: 25
  • Max-cap viol count: 0

Worst hold path
  • Hold depth: 2
  • Hold Crit Start: current_state[3]
  • Hold WC Path Type: reg -> reg
-- power groups by stage --
stage     Sequential, mW  Clock (mW)  Combinational [mW]
6_report           0.304       0.235              0.0836
5_1_grt            0.305       0.257              0.0917
4_1_cts            0.304       0.245              0.0848
-- logic make-up (layout without fill, tap and decap cells) --
logic type | Yosys count | count (layout) | share of synthesized area, %
AND-OR/OR-AND | 28 | 28 | 20.4
XOR/XNOR | 2 | 2 | 1.53
buffers and inverters | 11 | 32 | 6.64
flip-flops | 20 | 20 | 43.6
other | 1 | 1 | 0.326
AND/OR/NAND/NOR | 48 | 48 | 27.6
-- layout by cell type (no fill, tap or decap), types with 2 or more instances in the layout --
cell / n
a2111oi_0: 2
a21oi_1: 7
a41o_1: 2
and2_4: 2
and4bb_2: 4
clkbuf_8: 3
clkdlybuf4s50_1: 22
dfxtp_1: 10
edfxtp_1: 10
inv_1: 5
nand2_1: 12
nand3_1: 4
nand4_1: 2
nand4bb_1: 2
nor2_1: 5
nor3_1: 2
nor3b_1: 2
o2111a_1: 2
o21ai_0: 3
or3_1: 2
-- sequential cells by signal, indices dropped and copies added, names as in the netlist --
signal / cells
SUDI: 10
rx_even: 1
current_state: 9
-- area by class of cell --
cell class	instances	share of cell area (%)
Multi-Input combinational cell	79	37.8
Sequential cell	20	33.1
Timing Repair Buffer	23	15.1
Tap cell	102	8.44
Clock buffer	4	4.38
Inverter	5	1.24
-- path summary, 6_finish.rpt --
| check | endpoint |
|---|---|
| min reg2reg | current_state[2] |
| max | current_state[0] |
| min | current_state[2] |
| max reg2reg | current_state[0] |
-- critical path: stages --
cell,delay (ns)
clkdlybuf4s50_1,0.75
nor3b_1,0.42
a32o_1,0.42
nand2_1,0.11
a221oi_2,0.28
o31ai_1,0.10
-- metal layers --
layer / up-vias / wire length [um]
li1: 467 / -
met1: 439 / 1250
met2: 30 / 1260
met3: 2 / 139
met4: 0 / 59
met5: - / 0
-- cells in the mapped netlist, types with 2 or more instances --
| master | number | area share [%] |
|---|---|---|
| a21oi_1 | 7 | 3.0 |
| nor3b_1 | 2 | 1.3 |
| and2_4 | 2 | 1.5 |
| a2111oi_0 | 2 | 1.5 |
| a41o_1 | 2 | 1.7 |
| nand4_1 | 2 | 1.1 |
| nand4bb_1 | 2 | 2.0 |
| and4bb_2 | 4 | 4.4 |
| inv_1 | 5 | 1.6 |
| nand2_1 | 12 | 3.9 |
| edfxtp_1 | 10 | 26 |
| o21ai_0 | 3 | 1.3 |
| dfxtp_1 | 10 | 17 |
| buf_6 | 4 | 3.9 |
| nor2_1 | 5 | 1.6 |
| o2111a_1 | 2 | 2.0 |
| or3_1 | 2 | 1.1 |
| nand3_1 | 4 | 1.7 |
| nor3_1 | 2 | 0.87 |
-- per-stage QoR --
stage,setup slack (ns),instances
6_report,0.450,233
5_1_grt,0.246,233
4_1_cts,0.481,233
3_5_place_dp,0.240,229
3_3_place_gp,0.197,229
2_1_floorplan,1.01,110
Power is estimated from default activity; no workload was simulated.
