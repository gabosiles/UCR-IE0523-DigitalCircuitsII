==> flow/design.v <==
module transmit_ordered_set (
    input TX_EN, GTX_CLK, RESET,
    input [7:0] TXD,
    output reg [7:0] TX_OSET
);
reg [6:0] next_state, current_state;             
reg [7:0] tx_o_set;                              
reg tx_even;                                     
reg counter_idle, next_counter_idle, next_wait_a_little, wait_a_little;                  
localparam XMIT_DATA =              6'b000001;  
localparam START_OF_PACKET =        6'b000010;  
localparam TX_PACKET =              6'b000100;  
localparam TX_DATA =                6'b001000;  
localparam END_OF_PACKET_NOEXT =    6'b010000;  
localparam EPD2_NOEXT =             6'b100000;  
always @(posedge GTX_CLK) begin
    if (!RESET) begin
        current_state <= XMIT_DATA;
        counter_idle <= 0;
        wait_a_little <= 0;
    end else begin
        current_state <= next_state;
        counter_idle <= next_counter_idle;
        wait_a_little <= next_wait_a_little;
    end
end
always @(*) begin
    next_state = current_state;
    next_counter_idle = counter_idle;
    next_wait_a_little = wait_a_little;
    case(current_state) 
    XMIT_DATA: begin                                         
        if (TX_EN) begin
            TX_OSET = 8'b111_11011;
            next_state = START_OF_PACKET;   
        end else if(!TX_EN && !counter_idle) begin               
                TX_OSET = 8'b101_11100;
                next_counter_idle = 1;                        
        end else if (!TX_EN && counter_idle == 1) begin
                TX_OSET = 8'b010_10000;
                next_counter_idle = 0;
        end
    end
    START_OF_PACKET: begin  
        TX_OSET = 8'b111_11011;                 
        next_state = TX_PACKET;
    end
    TX_PACKET: begin  
        if (TX_EN) begin
            TX_OSET = TXD;
        end else begin 
            next_state = END_OF_PACKET_NOEXT;
        end 
    end
    TX_DATA: begin  
        TX_OSET = TXD;
        next_state = TX_PACKET;
    end
    END_OF_PACKET_NOEXT: begin  
        TX_OSET = 8'b111_11101;
        next_state = EPD2_NOEXT;
    end
    EPD2_NOEXT: begin  
        TX_OSET = 8'b111_10111;
        next_wait_a_little = wait_a_little + 1;
        if (wait_a_little) begin
            TX_OSET = 8'b101_11100;
            next_state = XMIT_DATA;  
        end 
    end
    default: begin
        next_state = XMIT_DATA;
    end
    endcase
end
endmodule
module transmit_code_group (
    input GTX_CLK, RESET,
    input [7:0] TX_OSET,
    output [9:0] tx_code_group
);
reg tx_disparity, rd_inicial, rd_parcial;                        
reg tx_even;                             
reg [3:0] six_bit_counter;
reg [1:0] four_bit_counter;
reg [3:0] next_state, current_state;     
reg [7:0] tx_o_set;                      
reg [9:0] tx_code_group;                 
reg TX_OSET_indicate;
localparam GENERATE_CODE_GROUPS =   4'b0001;     
localparam IDLE_I2B =               4'b0010;     
localparam SPECIAL_GO =             4'b0100;     
localparam DATA_GO =                4'b1000;     
always @(posedge GTX_CLK) begin
    rd_inicial <= tx_disparity;
        six_bit_counter <= tx_code_group[9] + tx_code_group[8] + tx_code_group[7] + tx_code_group[6] + tx_code_group[5] + tx_code_group[4];
        four_bit_counter <= tx_code_group[3] + tx_code_group[2] + tx_code_group[1]+ tx_code_group[0];
        if ((six_bit_counter > 3) || (tx_code_group[9:4] == 6'b000111)) begin 
            rd_parcial = 1;
            if ((four_bit_counter > 2) || (tx_code_group[3:0] == 4'b0011)) begin
                tx_disparity = 1;
            end else if ((four_bit_counter == 2)) begin 
                tx_disparity = rd_parcial;
            end else if ((four_bit_counter < 2) || (tx_code_group[3:0] == 4'b1100)) begin
                tx_disparity = 0;
            end
        end else if (six_bit_counter == 3) begin 
            rd_parcial = tx_disparity;
            if ((four_bit_counter > 2) || (tx_code_group[3:0] == 4'b0011)) begin
                tx_disparity = 1;
            end else if ((four_bit_counter == 4)) begin 
                tx_disparity = rd_parcial;
            end else if ((four_bit_counter < 2) || (tx_code_group[3:0] == 4'b1100)) begin
                tx_disparity = 0;
            end
        end else if ((six_bit_counter < 3) || (tx_code_group[9:4] == 6'b111000)) begin 
            rd_parcial <= 0;
            if ((four_bit_counter > 2) || (tx_code_group[3:0] == 4'b0011)) begin
                tx_disparity <= 1;
            end else if ((four_bit_counter == 4)) begin 
                tx_disparity <= rd_parcial;
            end else if ((four_bit_counter < 2) || (tx_code_group[3:0] == 4'b1100)) begin
                tx_disparity <= 0;
            end 
        end
    if (!RESET) begin
        current_state <= GENERATE_CODE_GROUPS;
        tx_disparity <= 0;
        TX_OSET_indicate <= 0;
        rd_inicial <= 0;
        rd_parcial <= 0;
        six_bit_counter <= 0;
        four_bit_counter <= 0;
    end else begin
        current_state <= next_state;
    end
end
always @(*) begin
    next_state = current_state;
    case(current_state) 
        GENERATE_CODE_GROUPS: begin  
            TX_OSET_indicate = 0;
            if (TX_OSET == 8'b101_11100) begin               
                    tx_code_group = 10'b001111_1010;
                    tx_even = 1;
                    next_state = IDLE_I2B;  
            end else if (TX_OSET == 8'b000_00000  ||          
                        TX_OSET == 8'b001_00000   ||
                        TX_OSET == 8'b010_00000   ||
                        TX_OSET == 8'b011_00000   ||
                        TX_OSET == 8'b100_00000   ||
                        TX_OSET == 8'b110_00101   ||
                        TX_OSET == 8'b000_10000  ||
                        TX_OSET == 8'b001_10000  ||
                        TX_OSET == 8'b010_10000  ||
                        TX_OSET == 8'b011_10000  ||
                        TX_OSET == 8'b101_10101) 
                        begin 
                next_state = DATA_GO;
            end else if (TX_OSET == 8'b111_10111 ||           
                        TX_OSET == 8'b111_11011  ||           
                        TX_OSET == 8'b111_11101)              
                        begin
                if (TX_OSET == 8'b111_11011) begin 
                    if (tx_disparity) tx_code_group = 10'b001001_0111;
                    else tx_code_group = 10'b110110_1000;
                    tx_even = ~tx_even;
                    TX_OSET_indicate = 1'b1;
                    next_state = DATA_GO;
                end else if (TX_OSET == 8'b111_11101) begin 
                    if (tx_disparity) tx_code_group = 10'b010001_0111;
                    else tx_code_group = 10'b101110_1000;
                    tx_even = ~tx_even;
                    TX_OSET_indicate = 1'b1;
                    next_state = GENERATE_CODE_GROUPS;
                end if (TX_OSET == 8'b111_10111) begin 
                    if (tx_disparity) tx_code_group = 10'b000101_0111;
                    else tx_code_group = 10'b111010_1000;
                    tx_even = ~tx_even;
                    TX_OSET_indicate = 1'b1;
                    tx_disparity = 0;
                    next_state = GENERATE_CODE_GROUPS;
            end  
            end
        end 
        IDLE_I2B: begin  
            if (tx_disparity) begin
                 tx_code_group = 10'b100100_0101;  
            end else if (!tx_disparity) begin 
                tx_code_group = 10'b011011_0101;
            end
            tx_even = 0;
            TX_OSET_indicate = 1;
            next_state = GENERATE_CODE_GROUPS;
        end
        SPECIAL_GO: begin  
            if (TX_OSET == 8'b111_10111) begin 
                if (tx_disparity) tx_code_group = 10'b000101_0111;
                else tx_code_group = 10'b111010_1000;
                next_state = GENERATE_CODE_GROUPS;
            end
        end
        DATA_GO: begin  
            if (TX_OSET == 8'b000_00000) begin 
                if (tx_disparity) tx_code_group = 10'b011000_1011;
                else tx_code_group = 10'b100111_0100;
                next_state = GENERATE_CODE_GROUPS;
            end
            else if (TX_OSET == 8'b001_00000) begin 
                if (tx_disparity) tx_code_group = 10'b011000_1001;
                else tx_code_group = 10'b100111_1001;
                next_state = GENERATE_CODE_GROUPS;
            end
            else if (TX_OSET == 8'b010_00000) begin 
                if (tx_disparity) tx_code_group = 10'b011000_0101;
                else tx_code_group = 10'b100111_0101;
                next_state = GENERATE_CODE_GROUPS;
            end
            else if (TX_OSET == 8'b011_00000) begin 
                if (tx_disparity) tx_code_group = 10'b011000_1100;
                else tx_code_group = 10'b100111_0011;
                next_state = GENERATE_CODE_GROUPS;
            end
            else if (TX_OSET == 8'b100_00000) begin 
                if (tx_disparity) tx_code_group = 10'b011000_1101;
                else tx_code_group = 10'b100111_0010;
                next_state = GENERATE_CODE_GROUPS;
            end
            else if (TX_OSET == 8'b000_10000) begin 
                if (tx_disparity) tx_code_group = 10'b100100_1011;
                else tx_code_group = 10'b011011_0100;
                next_state = GENERATE_CODE_GROUPS;
            end
            else if (TX_OSET == 8'b001_10000) begin 
                if (tx_disparity) tx_code_group = 10'b100100_1001;
                else tx_code_group = 10'b011011_1001;
                next_state = GENERATE_CODE_GROUPS;
            end
            else if (TX_OSET == 8'b010_10000) begin 
                if (tx_disparity) tx_code_group = 10'b100100_0101;
                else tx_code_group = 10'b011011_0101;
                next_state = GENERATE_CODE_GROUPS;
            end
            else if (TX_OSET == 8'b011_10000) begin 
                if (tx_disparity) tx_code_group = 10'b100100_1100;
                else tx_code_group = 10'b011011_0011;
                next_state = GENERATE_CODE_GROUPS;
            end
            else if (TX_OSET == 8'b101_10101) begin 
                if (tx_disparity) tx_code_group = 10'b101010_1010;
                else tx_code_group = 10'b101010_1010;
                next_state = GENERATE_CODE_GROUPS;
            end
            tx_even = ~tx_even;
            TX_OSET_indicate = 1'b1;     
        end
    endcase
end
endmodule
==> flow/run.sh <==
#!/bin/bash
# OpenROAD 26Q1-2900-gdf79404cd8, Yosys 0.63+post, stock flow scripts
make -C /OpenROAD-flow-scripts/flow DESIGN_CONFIG=/design/flow/config.mk WORK_HOME=/design/flow/orfs finish
==> flow/config.mk <==
export PLATFORM = sky130hd
export DESIGN_NAME = transmit_ordered_set
export DESIGN_NICKNAME = transmit_ordered_set
export VERILOG_FILES = /design/flow/design.v
export SDC_FILE = /design/flow/constraint.sdc
export NUM_CORES = 4
export LEC_CHECK = 1
export CORE_AREA = 10 10 79 79
export DIE_AREA = 0 0 89 89
==> flow/constraint.sdc <==
current_design transmit_ordered_set

set clk_period 1.3
set clk_io_pct 0.2

create_clock -name clk0 -period $clk_period [get_ports {GTX_CLK}]

set non_clock_inputs [all_inputs -no_clocks]
set_input_delay [expr $clk_period * $clk_io_pct] -clock clk0 $non_clock_inputs
set_output_delay [expr $clk_period * $clk_io_pct] -clock clk0 [all_outputs]
==> impl_metrics.py <==
# Generated from Yosys and OpenROAD reports
metrics = {
    "cts": {
        "clock_tree_from_tritoncts": "done",
        "postCtsResizedCells": 0,
        "cts_max_path_buffers": 2,
        "numCtsBuffers": 3,
        "post_cts.repair.setup_buffers": 0,
        "cts_root_buffer": "sky130_fd_sc_hd__clkbuf_8",
        "worst_skew_pair_latency_ns": 0.22,
        "cts.clk_slew.worst_paths_ns": 0.04,
        "htree_num_levels": 1,
        "cts-hold-fix-buffers": 0,
    },
    "min_path": {
        "hold_path_end": "current_state[0]$_DFF_P_",
        "min_delay_path_depth": 2,
        "hold_class": "reg2reg",
        "holdCritStartpoint": "current_state[0]$_DFF_P_",
    },
    "global_routing": {
        "antenna_found_initial": 0,
        "grt_first_pass_wirelength_um": 2150,
        "groute.layer.met1.usage": 0.0452,
        "grt.met3_usage": 0.0147,
        "grt_max_degree": 9,
        "grt.total_usage": 0.0343,
        "globalRouteOverflowTotal": 0,
        "vias_in_the_first_global_route": 452,
        "grtUsageMet2": 0.0519,
        "most_used_routing_layer": "met2",
    },
    "floorplanning": {
        "row_count": 25,
        "design.portCount": 19,
        "core_mm2": 0.00466,
        "initial_core_util": 0.114,
        "floorplan.die_area_mm2": 0.00792,
        "die_w_um": 89,
        "die_height_um": 89,
    },
    "layout": {
        "logic_area_um2": 246,
        "design_area_um2": 818,
        "flop_area_um2": 260,
        "layout.filler_cells": 515,
        "area_growth_syn_to_layout_pct": 54.6,
        "highest_count_logic_cell_in_the_final_layout": "sky130_fd_sc_hd__clkdlybuf4s50_1",
        "finish.utilization": 0.176,
        "post_route_cells_drive_above_1_share": 0.127,
        "final_cell_mix": "sky130_fd_sc_hd__clkdlybuf4s50_1, sky130_fd_sc_hd__dlxtn_1, sky130_fd_sc_hd__dfxtp_1",
    },
    "logic_synthesis": {
        "post-synth-top-area-cell": "sky130_fd_sc_hd__dfxtp_1",
        "netlist.area_leader.share": 0.265,
        "yosys_warnings": 1,
        "synthDistinctLibCells": 30,
        "synth_area_per_cell_um2": 9.29,
        "mappedNetlistArea_um2": 529,
        "synth_chip_area_um2": 529,
        "postSynthCellCount": 57,
        "synth.ff_latch_count": 15,
        "synth.area.top_cells": "sky130_fd_sc_hd__dfxtp_1, sky130_fd_sc_hd__dlxtn_1, sky130_fd_sc_hd__nand2_1",
        "synth.yosys.num_cells": 57,
    },
    "flow_run": {
        "stage_log_warnings": 25,
        "cap_viol_max_count": 0,
    },
    "final_timing": {
        "setup-violations-final": 0,
        "fin_setup_tns_ns": 0,
        "unconstrained_endpoints": 16,
        "finalHoldWorstSlack_ns": 0.544,
        "max_clock_freq_mhz": 1020,
        "unclocked_pins": 8,
        "fin_crit_ns": 0.977,
        "skew_ns": 0.000977,
        "worst_relative_slew_slack": 0.663,
        "setup_repair_after_global_routing_missed_its_margin": "no",
        "endpoints_failing_hold": 0,
        "tightest_slew_ns": 0.506,
        "timing_max_transition_violations_final": 0,
        "final.period_utilization": 0.752,
    },
    "routing": {
        "detail_route.antenna_diodes": 0,
        "dr_total_vias": 450,
        "detailed_route_iter0_violations": 16,
        "drt_pass1_iterations": 4,
        "routed_length_per_placed_instance_um": 9.74,
        "drt.antenna.violating_nets": 0,
        "routed_vias_inst": 3.38,
        "drt-total-wl_um": 1300,
        "post_route_drc_violation_count": 0,
    },
    "critical_path": {
        "timing.rr.end": "wait_a_little$_SDFFE_PN0P_",
        "start_kind": "primary input",
        "end_kind": "register",
        "crit_path_max_fanout": 2,
        "max_stage_delay_cell_worst_path": "sky130_fd_sc_hd__clkdlybuf4s50_1",
        "ff2ff_setup_slack_ns": 0.44,
        "critical_path.n_buffers_inverters": 1,
        "arrival_ns": 1.09,
        "largest_delay_share_family_worst_path": "buffers and inverters",
        "timing_worst_setup_path_type": "in2reg",
        "critical_path.max_stage_delay_ns": 0.42,
        "reg2reg_depth": 2,
        "worst-endpoint-required_ns": 1.42,
        "critical_path.cell_chain": "clkdlybuf4s50_1, nand2b_4, xnor2_1, and2_1",
        "crit-reg2reg-launch": "current_state[1]$_DFF_P_",
    },
    "outcome": {
        "status": "complete, no violations",
    },
    "place": {
        "numPortBuffers": 18,
        "placed_cell_area_um2": 773,
        "dp_hpwl_um": 1110,
        "gp_routability_congestion": 0.816,
    },
    "pwr": {
        "ir_drop_mv": 0.230,
        "power_leakage_nw": 0.322,
        "power.density_mw_per_mm2": 858,
    },
}
==> worst min-delay path: stages, from the launching register on <==
cell and delay [ns]:
sky130_fd_sc_hd__dfxtp_1 0.34, sky130_fd_sc_hd__nand2b_4 0.08, sky130_fd_sc_hd__nand3_1 0.07
==> logic make-up after synthesis <==
logic type,Yosys count,synth area share
simple gates,26,0.296
compound gates,12,0.154
latches,8,0.227
flops,7,0.265
buf+inv,3,0.0426
xor+xnor,1,0.0166
==> per-stage QoR <==
stage	power (mW)	instances	setup WS, ns
floorplan	0.345	57	0.408
CTS	0.712	133	0.318
finish	0.702	133	0.323
global placement	0.409	129	0.102
global route	0.752	133	0.287
detailed placement	0.410	129	0.0816
==> cell type report <==
type	instances	share of cell area
Sequential cell	15	0.318
Multi-Input combinational cell	39	0.301
Tap cell	54	0.0826
Inverter	1	0.00459
Timing Repair Buffer	20	0.239
Clock buffer	4	0.0550
==> state kept, by name, indices dropped and copies added (netlist names) <==
name,flops
counter_idle,1
current_state,5
TX_OSET,8
wait_a_little,1
==> Yosys cell counts (all sizes together) <==
cell,count
nand3b,1
buf,2
o21ai,3
o22ai,1
dfxtp,7
o31ai,1
nor3,2
nor2b,2
xnor2,1
nand3,2
nor2,5
a211oi,2
dlxtn,8
nand2,6
nand2b,2
and2b,1
a21oi,2
and2,1
o21a,2
nand4,1
nor3b,1
and3,1
nor4,1
a22oi,1
inv,1
==> how the worst max path moves through the flow <==
stage,start,to,slack (ns),cells after the start
final,TX_EN,counter_idle$_SDFFE_PN0P_,0.32,4
after CTS,TX_EN,counter_idle$_SDFFE_PN0P_,0.32,4
after global routing,TX_EN,counter_idle$_SDFFE_PN0P_,0.29,4
==> layer usage <==
| metal | up-vias | wire [µm] |
|---|---|---|
| met5 | - | 0 |
| met4 | 0 | 10 |
| met3 | 2 | 161 |
| met2 | 17 | 511 |
| met1 | 190 | 612 |
| li1 | 241 | - |
==> report_power, final <==
| group | switching [mW] | internal, mW | total (mW) | leakage, nW |
|---|---|---|---|---|
| Combinational | 0.0513 | 0.0795 | 0.131 | 0.175 |
| Clock | 0.0861 | 0.211 | 0.298 | 0.0228 |
| Sequential | 0.0171 | 0.257 | 0.274 | 0.124 |
Power is estimated from default activity; no workload was simulated.
